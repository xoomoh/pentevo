==> design.v <==
`timescale 1ns/100ps
module video_palframe(
	input  wire        clk,  
	input  wire        hpix,
	input  wire        vpix,
	input  wire        hblank,
	input  wire        vblank,
	input  wire        hsync_start,
	input  wire        vsync,
	input  wire [ 3:0] pixels,
	input  wire [ 3:0] border,
	input  wire        border_sync,
	input  wire        border_sync_ena,
	input  wire [ 1:0] up_palsel,
	input  wire [ 2:0] up_paper,
	input  wire [ 2:0] up_ink,
	input  wire        up_pixel,
	input  wire        up_ena,
	input  wire        up_palwr,
	input  wire [ 5:0] up_paladdr,
	input  wire [ 7:0] up_paldata,
	input  wire        atm_palwr,
	input  wire [ 5:0] atm_paldata,
	output wire [ 5:0] palcolor,  
	output wire [ 5:0] color
);
	reg [7:0] palette_read;	
	wire [ 3:0] zxcolor;
	wire [ 5:0] up_color;
	wire [ 8:0] palette_color;
	reg [3:0] synced_border;
	reg vsync_r;
	reg [1:0] ctr_14;
	reg ctr_h;
	reg ctr_v;
	always @(posedge clk)
	if( border_sync )
		synced_border <= border;
	assign zxcolor = (hpix&vpix) ? pixels : (border_sync_ena ? synced_border : border);
	assign up_color = (hpix&vpix) ? {up_palsel,~up_pixel,up_pixel?up_ink:up_paper} : {3'd0,border[2:0]};
	assign palette_color = up_ena ? {3'b100,up_color} : {5'd0,zxcolor};
	reg [7:0] palette [0:511];  
	always @(posedge clk)
	begin
		if( atm_palwr || up_palwr )
		begin : palette_write
			reg [8:0] pal_addr;
			pal_addr = atm_palwr ? { 5'd0, zxcolor } : { 3'b100, up_paladdr };
			palette[pal_addr] <= atm_palwr ? {atm_paldata[3:2],1'b0,atm_paldata[5:4],1'b0,atm_paldata[1:0]} : up_paldata;
		end
		palette_read <= palette[palette_color];
	end
	assign palcolor = {palette_read[4:3],palette_read[7:6], palette_read[1:0]};
	always @(posedge clk)
		vsync_r <= vsync;
	wire vsync_start = vsync && !vsync_r;
	initial ctr_14 = 2'b00;
	always @(posedge clk)
		ctr_14 <= ctr_14+2'b01;
	initial ctr_h = 1'b0;
	always @(posedge clk) if( hsync_start )
		ctr_h <= ~ctr_h;
	initial ctr_v = 1'b0;
	always @(posedge clk) if( vsync_start )
		ctr_v <= ~ctr_v;
	wire plus1 = ctr_14[1] ^ ctr_h ^ ctr_v;
	wire [1:0] red;
	wire [1:0] grn;
	wire [1:0] blu;
	video_palframe_mk3bit red_color
	(
		.plus1    (plus1            ),
		.color_in (palette_read[7:5]),
		.color_out(red              )
	);
	video_palframe_mk3bit grn_color
	(
		.plus1    (plus1            ),
		.color_in (palette_read[4:2]),
		.color_out(grn              )
	);
	assign blu = palette_read[1:0];
	assign color = (hblank | vblank) ? 6'd0 : {grn,red,blu};
endmodule
module video_palframe_mk3bit
(
	input  wire       plus1,
	input  wire [2:0] color_in,
	output reg  [1:0] color_out
);
	always @*
	case( color_in )
		3'b000:  color_out <= 2'b00;
		3'b001:  color_out <= plus1 ? 2'b01 : 2'b00;
		3'b010:  color_out <= 2'b01;
		3'b011:  color_out <= plus1 ? 2'b10 : 2'b01;
		3'b100:  color_out <= 2'b10;
		3'b101:  color_out <= plus1 ? 2'b11 : 2'b10;
		default: color_out <= 2'b11;
	endcase
endmodule
==> run.sh <==
#!/bin/bash
# OpenROAD 26Q1-2900-gdf79404cd8, Yosys 0.63+post, stock flow scripts
make -C /OpenROAD-flow-scripts/flow DESIGN_CONFIG=/design/flow/config.mk WORK_HOME=/design/flow/orfs finish
==> config.mk <==
export PLATFORM = sky130hd
export DESIGN_NAME = video_palframe
export DESIGN_NICKNAME = video_palframe
export VERILOG_FILES = /design/flow/design.v
export SDC_FILE = /design/flow/constraint.sdc
export NUM_CORES = 4
export LEC_CHECK = 1
export CORE_UTILIZATION = 50
==> constraint.sdc <==
current_design video_palframe

set clk_period 15.0
set clk_io_pct 0.2

create_clock -name clk0 -period $clk_period [get_ports {clk}]

set non_clock_inputs [all_inputs -no_clocks]
set_input_delay [expr $clk_period * $clk_io_pct] -clock clk0 $non_clock_inputs
set_output_delay [expr $clk_period * $clk_io_pct] -clock clk0 [all_outputs]
==> results_dict.tcl <==
# yosys + openroad results
set metrics [dict create \
    drive_gt1_frac 0.0960 \
    fin_skew_ns 0.0200 \
    path_cells "clkdlybuf4s50_1 > a2111oi_0 > buf_4 > clkdlybuf4s50_1" \
    worstSetupPathType "input port to output pin" \
    fmax_mhz 133 \
    grt_remaining_overflow 0 \
    p_int_mw 3.14 \
    p_sw_uw 972 \
    seq_area_frac_synth 0.732 \
    drtPass1Iterations 21 \
    yosys-stat-area_mm2 0.0268 \
    vias 15400 \
    die_area_mm2 0.0545 \
    synthArstFlopShare 0 \
    peakVddDrop_mv 0.105 \
    fp.coreArea_mm2 0.0528 \
    clock-sinks 657 \
    vias_per_cell 5.84 \
    drv_cap 0 \
    fp.dieH_um 233 \
    clockBufferDepth 3 \
    hold_slack_ns 0.397 \
    status "completed" \
    avgSynthCellArea_um2 14.8 \
    synthToLayoutAreaGrowth_pct 13.2 \
    hold_start "ctr_14[0]" \
    topCellsByArea "edfxtp_1 72%, mux2i_1 9.4%, nand2_1 4.8%" \
    clk_pin_slew_worst_paths_ns 0.06 \
    finalCritPeriodShare 0.503 \
    cts.repair.resized 0 \
    ys.flop_type "edfxtp_1" \
    drc_errors 0 \
    crit_arrival_ns 4.55 \
    cts_buffers 68 \
    ios 61 \
    antenna_left 0 \
    grt_pass1_vias 15800 \
    wl_mm 67.7 \
    logic_area_mm2 0.00666 \
    use_met1 0.420 \
    die_x_um 233 \
    rr_worst_depth 9 \
    gp_congestion 0.945 \
    dpl.cell_count 2516 \
    yosys-stat-cells 1816 \
    powerDensity_mw_per_mm2 135 \
    antennaDiodeCount 0 \
    worstPathMaxFanout 6 \
    p_seq_frac 0.502 \
    use_met3 0.150 \
    top_cell_area_share 0.724 \
    rr_endpoint "palette_read[7]" \
    worst_ep_required_time_ns 12.00 \
    clock_latency_ns 0.60 \
    synth_area_mm2 0.0268 \
    rows 84 \
    grt_util_met2 0.413 \
    rsz0062_at_grt "no" \
    grt_first_pass_wirelength_mm 101 \
    stdcell_count 2636 \
    rrSetupSlack_ns 10.61 \
    postCtsSetupRepairBufs 0 \
    power_frac_clock 0.398 \
    critPathMostFrequentCell "clkdlybuf4s50_1" \
    setup_tns_ns 0 \
    io_buffers 60 \
    slowest_stage "clkdlybuf4s50_1" \
    synth.distinct_cells 53 \
    crit_path_max_incr_delay_ns 0.49 \
    hp-class "register to register" \
    cts_hold_buffers 0 \
    tightestPinTransition_ns 1.08 \
    min_period_ns 7.55 \
    tritoncts "yes" \
    maxSlewHeadroom 0.276 \
    synth_warnings 2 \
    warnings 25 \
    cts-root-buf "clkbuf_16" \
    hold_viol_final 0 \
    p_sw_frac 0.237 \
    drv_slew 0 \
    power_frac_comb 0.101 \
    dr.first_iter.drc_count 1160 \
    min_to "ctr_14[0]" \
    grt.busiest_layer "met1" \
    synth_cells 1816 \
    cts_max_level 3 \
    grt_use_total 0.287 \
    p_leak_nw 10.7 \
    top_area_cell "edfxtp_1" \
    setup_violations 0 \
    ys.flops 657 \
    antenna_found_initial 1 \
    edf_count 646 \
    min_delay_path_depth 1 \
    fp_util 0.508 \
    post_drt_wl_per_cell_um 25.7 \
    dp_hpwl_mm 42.6 \
    r2r_start "synced_border[1]" \
    startpoint_type "input port" \
    ff_latch_area_mm2 0.0196 \
    fillers 3953 \
    critPathCaptureType "output pin" \
    grt_max_degree 91 \
]
power groups by stage:
stage	registers, mW	logic, mW	clock network (mW)
after CTS	2.06	0.417	1.66
after global routing	2.06	0.449	1.73
final	2.06	0.414	1.64
critical path: cells and delay by family:
family / cells / cell delay, ns
buf+inv: 3 / 1.17
compound gates: 1 / 0.38
cell usage after synthesis (11+ instances only):
cell type / count
nand4_1: 17
dfxtp_1: 11
a32oi_1: 18
mux2i_1: 252
nand2_1: 345
edfxtp_1: 646
a211oi_1: 11
a21oi_1: 44
buf_4: 12
nand3_1: 102
inv_1: 11
mux2_2: 13
a22oi_1: 17
o22ai_1: 13
a31oi_1: 12
nor2_1: 100
clkbuf_1: 41
buf_2: 35
area by class of cell:
| cell class | count | area share |
|---|---|---|
| Tap cell | 688 | 0.0284 |
| Multi-Input combinational cell | 1046 | 0.219 |
| Timing Repair Buffer | 113 | 0.0333 |
| Clock inverter | 35 | 0.0102 |
| Clock buffer | 85 | 0.0605 |
| Inverter | 12 | 0.00148 |
| Sequential cell | 657 | 0.647 |
per-layer routing:
layer / share of wire / up-vias
met3: 0.12 / 136
met1: 0.37 / 7523
li1: - / 7036
met2: 0.47 / 692
met4: 0.034 / 6
met5: 0.0029 / -
cell families (layout without fill, tap and decap cells):
kind of cell | count (synthesis) | after routing | synth area share
compound gates | 165 | 165 | 0.0436
xor+xnor | 3 | 3 | 0.000981
buf+inv | 113 | 245 | 0.0203
flops | 657 | 657 | 0.732
mux | 274 | 274 | 0.106
simple gates | 604 | 604 | 0.0969
through the flow:
step | utilization | area, um2 | worst slack, ns | power (mW)
after global routing | 0.575 | 30300 | 7.28 | 4.24
after floorplan | - | 26800 | 8.80 | 2.35
after CTS | 0.575 | 30300 | 7.42 | 4.14
final | 0.575 | 30300 | 7.45 | 4.11
after global placement | 0.534 | 28200 | 7.09 | 2.51
after detailed placement | 0.534 | 28200 | 7.05 | 2.51
how the worst max path moves through the flow:
stage       from               to  slack (ns)
6_report  hblank         color[2]        7.45
5_1_grt     hpix  palette_read[7]        7.28
4_1_cts   hblank         color[2]        7.42
cells in the final DEF, fill, tap and decap left out, types with 12 or more instances in the layout:
cell type | Yosys | layout
nor2_1 | 100 | 100
nand4_1 | 17 | 17
o22ai_1 | 13 | 13
mux2i_1 | 252 | 252
buf_4 | 12 | 52
clkinv_1 | 1 | 14
a31oi_1 | 12 | 12
clkdlybuf4s50_1 | 0 | 60
nand3_1 | 102 | 102
a32oi_1 | 18 | 18
mux2_2 | 13 | 13
edfxtp_1 | 646 | 646
nand2_1 | 345 | 345
clkbuf_16 | 0 | 69
a21oi_1 | 44 | 44
a22oi_1 | 17 | 17
state kept, by name (all words and copies together) (netlist names):
register and flops:
ctr_14 2, ctr_h 1, ctr_v 1, palette 640, palette_read 8, synced_border 4
vsync_r 1
No activity file was given, so power comes from the tool's default toggle rates.

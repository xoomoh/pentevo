<file path="flow/design.v">
`timescale 1ns/100ps
module fetch(
	input clk,
	input cend,
	input line_start,
	input vpix,        
	input int_start,   
	input [1:0] vmode,  
	input screen,  
	output reg [20:0] video_addr,
	input [15:0] video_data,
	input video_strobe,
	input video_next,
	output [1:0] bw,
	output reg go,
	output [7:0] attr,
	output [5:0] pixel
);
	localparam START_FETCH = 6'd36;
	reg [15:0] fbuf [0:3];  
	reg [7:0] shift [0:7];  
	reg [7:0] vcnt;  
	reg [3:0] hcnt;  
	reg [1:0] dcnt;  
	reg [1:0] ddcnt;  
	reg [5:0] scnt;  
	wire wordsync;  
	reg [3:0] wcnt;  
	reg [4:0] fcnt;  
	wire go_start,go_end;
	reg [3:0] pixnumber;  
	wire flash;
	reg [4:0] flashctr;
	reg [3:0] zxcolor;
	assign attr = attrbyte;
	initial
	begin
		go = 1'b0;
		vcnt = 8'd0;
		hcnt = 4'd0;
		dcnt = 2'd0;
		ddcnt = 2'd0;
		scnt = 6'd0;
		wcnt = 4'd0;
		fcnt = 5'd0;
		pixnumber = 4'd0;
		flashctr = 5'd0;
	end
	always @(posedge clk) if( int_start )
	begin
		flashctr <= flashctr + 5'd1;
	end
	assign flash = flashctr[4];
	assign bw = vmode[1] ? 2'b01 : 2'b00;
	always @(posedge clk)
	begin
		if( int_start )
			vcnt <= 8'hFF;
		else if( line_start && vpix )  
			vcnt <= vcnt + 8'h01;
	end
	always @(posedge clk) if( cend )
	begin
		if( line_start && vpix )
			scnt <= (START_FETCH - 6'd2);
		else if( scnt!=6'd0)
			scnt <= scnt - 6'd1;
	end
	assign go_start = (scnt==6'd1) & cend;  
	always @(posedge clk) if( cend )
	begin
		if( go_start )
			wcnt <= 4'd0;
		else
			wcnt <= wcnt + 4'd1;
	end
	assign wordsync = (wcnt==4'd1) & cend;
	always @(posedge clk)
	begin
		if( go_start )
			fcnt <= 5'd0;
		else if( wordsync && (~fcnt[4]) )
			fcnt <= fcnt + 5'd1;
	end
	assign go_end = fcnt[4] & (wcnt==4'd15) & cend;
	always @(posedge clk)
		if( go_start )
			go <= 1'b1;
		else if( go_end )
			go <= 1'b0;
	always @(posedge clk)
	begin
		if( line_start )  
		begin
			hcnt <= 4'd0;
			dcnt <= 2'd0;
		end
		else if( video_next )
		begin
			ddcnt <= dcnt;
			dcnt <= dcnt + 2'd1;
			if( !vmode[1] )  
			begin
				if( dcnt[0] )
					hcnt <= hcnt + 4'd1;
			end
			else  
			begin
				if( dcnt==2'd3 )
					hcnt <= hcnt + 4'd1;
			end
		end
	end
	always @(posedge clk) if( video_strobe )
	begin
		if( !vmode[1] )  
			fbuf[{1'b0,ddcnt[0]}] <= video_data;
		else  
			fbuf[ddcnt[1:0]] <= video_data;
	end
	always @*
	begin
		video_addr[20:14] = { 6'b000001,screen };  
		if( !vmode[1] )  
		begin
			if( !dcnt[0] )  
				video_addr[13:0] = { 2'b10, vcnt[7:6], vcnt[2:0], vcnt[5:3], hcnt[3:0] };
			else  
			begin
				if( !vmode[0] )  
					video_addr[13:0] = { 5'b10110, vcnt[7:3], hcnt[3:0] };
				else  
					video_addr[13:0] = { 2'b11, vcnt[7:6], vcnt[2:0], vcnt[5:3], hcnt[3:0] };
			end
		end
		else  
			begin
				video_addr[13:0] = { dcnt[0], dcnt[1], vcnt[7:6], vcnt[2:0], vcnt[5:3], hcnt[3:0] };
			end
	end
	always @(posedge clk) if( wordsync )
	begin
		shift[0] <= fbuf[0][15:8];
		shift[1] <= fbuf[0][7:0];
		shift[2] <= fbuf[1][15:8];
		shift[3] <= fbuf[1][7:0];
		shift[4] <= fbuf[2][15:8];
		shift[5] <= fbuf[2][7:0];
		shift[6] <= fbuf[3][15:8];
		shift[7] <= fbuf[3][7:0];
	end
	always @(posedge clk) if( cend )
		if( wordsync )
			pixnumber <= 4'd0;
		else
			pixnumber <= pixnumber + 4'd1;
	reg [7:0] pixbyte,attrbyte;
	reg [3:0] pix0,pix1;
	always @*
	begin
		attrbyte = shift[ { 2'b01, pixnumber[3] } ][7:0];
		pix0 = { attrbyte[6],attrbyte[5:3] };
		pix1 = { attrbyte[6],attrbyte[2:0] };
		if( !vmode[1] )  
		begin
			pixbyte = shift[ { 2'b00, pixnumber[3] } ][7:0];
			zxcolor = ( pixbyte[(~pixnumber[2:0])] ^ (flash & attrbyte[7]) ) ? pix1 : pix0;
		end
		else  
		begin
			pixbyte = shift[ { pixnumber[2:1], pixnumber[3] } ][7:0];
			zxcolor = pixnumber[0] ? { pixbyte[7],pixbyte[5:3] } : { pixbyte[6],pixbyte[2:0] };
		end
	end
	assign pixel[5:4] = zxcolor[1] ? ( zxcolor[3] ? 2'b11 : 2'b10 ) : 2'b00;
	assign pixel[3:2] = zxcolor[2] ? ( zxcolor[3] ? 2'b11 : 2'b10 ) : 2'b00;
	assign pixel[1:0] = zxcolor[0] ? ( zxcolor[3] ? 2'b11 : 2'b10 ) : 2'b00;
endmodule
</file>
<file path="flow/run.sh">
#!/bin/bash
# OpenROAD 26Q1-2900-gdf79404cd8, Yosys 0.63+post, stock flow scripts
make -C /OpenROAD-flow-scripts/flow DESIGN_CONFIG=/design/flow/config.mk WORK_HOME=/design/flow/orfs finish
</file>
<file path="flow/config.mk">
export PLATFORM = sky130hd
export DESIGN_NAME = fetch
export DESIGN_NICKNAME = fetch
export VERILOG_FILES = /design/flow/design.v
export SDC_FILE = /design/flow/constraint.sdc
export NUM_CORES = 4
export LEC_CHECK = 1
export CORE_UTILIZATION = 50
</file>
<file path="flow/constraint.sdc">
current_design fetch

set clk_period 11.6
set clk_io_pct 0.2

create_clock -name clk0 -period $clk_period [get_ports {clk}]

set non_clock_inputs [all_inputs -no_clocks]
set_input_delay [expr $clk_period * $clk_io_pct] -clock clk0 $non_clock_inputs
set_output_delay [expr $clk_period * $clk_io_pct] -clock clk0 [all_outputs]
</file>
==> impl_metrics.csv <==
group,metric,value,unit
placed_design,gp_congestion,0.925,
timing,final-max-slew-violation-count,0,
synth,ys_chip_area,0.00689,mm²
job,max_cap_violations,0,
job,warning_count,27,
route,dr.pass1.iters,4,
timing,grt_setup_unrepaired,"false",
clock_network,clockRootBuffer,"clkbuf_16",
power,comb_power_share,0.105,
timing,clock.fmax,149,MHz
route,drc,0,
clock_network,cts_setup_buffers,0,
route,wl_per_cell,16.6,µm
power,p_seq_frac,0.514,
timing,setup_violations,0,
timing,hold_viol,0,
timing,skew,0.00855,ns
synth,synth_warnings,2,
layout,drive_gt1_frac,0.130,
grt,grt_max_degree,41,
synth,ys_cells,459,
timing,period_used_share,0.578,
critical_path,critPathMaxFanout,21,
power,p_int,0.00107,W
layout,area_growth,18.0,%
critical_path,reg2reg_from,"wcnt[1]",
timing,hold_ws,0.411,ns
critical_path,path_class,"in -> out",
layout,layout_top_cell,"edfxtp_1",
clock_network,clk_pin_slew,0.07,ns
route,n_antenna_cell,0,
timing,tightest_slew,0.714,ns
synth,ys_seq_share,0.707,
clock_network,cts_buffer_depth,2,
floorplan,core,0.0133,mm²
floorplan,dieWidth,119,µm
synth,flop_cell,"edfxtp_1",
route,ant_nets,0,
grt,overflow,0,
power,ir_drop,0.154,mV
clock_network,clk_latency,0.42,ns
critical_path,cp.required,9.28,ns
floorplan,dieArea,0.0143,mm²
route,num_vias,3747,
clock_network,cts_buffers,17,
placed_design,dp_hpwl,7860,µm
critical_path,startpoint_type,"input pin",
grt,grt_pass1_wl,18700,µm
synth,ys_ff,169,
min_path,worstHoldStart,"fbuf[2][8]",
grt,antenna_found_initial,0,
synth,synth-edff-count,149,
synth,yosysTopAreaCell,"edfxtp_1",
clock_network,cts_htree_levels,4,
synth,syn_area,0.00689,mm²
power,p_sw,0.000326,W
clock_network,post_cts_resized,0,
power,swShare,0.234,
clock_network,cts_hold_buf,0,
floorplan,num_rows,42,
critical_path,cp-end-kind,"primary output",
layout,layout.cells.most_common_list,"edfxtp_1 (149), clkdlybuf4s50_1 (54), nor2_1 (34)",
power,power.leakage,2.85,nW
synth,netlist_top_cells_area,"edfxtp_1 (65%), dfxtp_1 (5.8%), mux2i_1 (2.5%)",
layout,fill_cells,1001,
route,wl,11800,µm
route,viasPerCell,5.29,
timing,tns,0,ns
synth,netlist_instances,459,
clock_network,cts_tree,"built",
critical_path,startpoint,"vmode[1]",
min_path,hp-class,"reg -> reg",
synth,synth_cell_types,67,
timing,finalCriticalPeriod,6.70,ns
clock_network,clkSinkCount,169,
synth,async_reset_ff_frac,0,
placed_design,io_buffers,54,
power,pwr-share-clk,0.381,
synth,top_cell_area_share,0.649,
synth,avgSynthCellArea,15.0,µm²
grt,gr-usage-all-layers,0.189,
route,drt_iter0_drc,263,
grt,grt_pass1_vias,3603,
floorplan,die-height,119,µm
power,powerDensity,172,mW/mm²
critical_path,arrival,4.38,ns
floorplan,initial_utilization,0.516,
timing,slew_headroom,0.524,
floorplan,io-pin-count,64,
status,status,"complete, no violations",
path summary, 6_finish.rpt:
path	end	slack (ns)	cells after the start
min reg2reg	shift[4][0]	0.41	0
max reg2reg	shift[0][3]	9.53	5
max	pixel[4]	4.90	8
min	shift[4][0]	0.41	0
per-layer routing:
metal	part of all wire	global-route usage	routed length, µm	vias to the layer above
met3	0.086	0.0837	1010	8
met2	0.47	0.275	5570	106
met1	0.43	0.306	5080	1796
li1	-	-	-	1837
met5	0	0	0	-
met4	0.0087	0.0172	102	0
worst max-delay path, cell delays in order:
cell             delay (ns)
clkdlybuf4s50_1        0.39
buf_4                  0.22
nor2b_1                0.17
o21ai_0                0.10
o21a_2                 0.17
or4b_1                 0.43
and3_1                 0.18
clkdlybuf4s50_1        0.40
power groups by stage:
stage / combinational [W] / clock [W] / sequential, W
final: 0.000146 / 0.000532 / 0.000717
after global routing: 0.000163 / 0.000570 / 0.000721
after CTS: 0.000149 / 0.000545 / 0.000718
cells by family after synthesis:
kind of cell,share of synthesized area
adder cells (fa/ha/maj),0.0182
buffers and inverters,0.0349
AND/OR/NAND/NOR,0.101
AND-OR/OR-AND,0.0548
XOR/XNOR,0.0267
other,0.00109
multiplexers,0.0557
flip-flops,0.707
area by class of cell:
class | count | area, µm² | share of cell area
Timing Repair Buffer | 63 | 608 | 0.0748
Clock buffer | 17 | 425 | 0.0523
Clock inverter | 15 | 140 | 0.0172
Inverter | 14 | 52.6 | 0.00646
Tap cell | 176 | 220 | 0.0271
Sequential cell | 169 | 4870 | 0.600
Multi-Input combinational cell | 254 | 1810 | 0.222
state kept, by name (all words and copies together), names as in the netlist:
signal	count
fbuf	64
shift	64
vcnt	8
scnt	6
fcnt	5
flashctr	5
hcnt	4
pixnumber	4
wcnt	4
dcnt	2
ddcnt	2
go	1
stage by stage:
stage / instances / utilization / cell area [µm²] / total power, W / setup slack, ns
after floorplan: 464 / - / 6910 / 0.000822 / 1.22
after global placement: 676 / 0.567 / 7560 / 0.000875 / 4.93
after detailed placement: 676 / 0.567 / 7560 / 0.000878 / 4.90
after CTS: 708 / 0.609 / 8130 / 0.00141 / 4.89
after global routing: 708 / 0.609 / 8130 / 0.00145 / 4.77
final: 708 / 0.609 / 8130 / 0.00140 / 4.90
cells in the mapped netlist, types with 9 or more instances:
master and instances:
buf_4 13, dfxtp_1 20, edfxtp_1 149, ha_1 10, inv_1 12, mux2_2 11
mux2i_1 17, nand2_1 22, nand2b_1 9, nand3_1 9, nor2_1 34, nor2b_1 10
o21ai_0 11, xnor2_1 12, xor2_1 9
No activity file was given, so power comes from the tool's default toggle rates.

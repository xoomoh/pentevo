==> design/flow/design.v <==
module video_vga_double(
`timescale 1ns/100ps
	input  wire        clk,
	input  wire        hsync_start,
	input  wire        scanin_start,
	input  wire [ 5:0] pix_in,
	input  wire        scanout_start,
	output reg  [ 5:0] pix_out
);
	reg [9:0] ptr_in;   
	reg [9:0] ptr_out;  
	reg pages;  
	reg wr_stb;
	wire [ 7:0] data_out;
	always @(posedge clk) if( hsync_start )
		pages <= ~pages;
	always @(posedge clk)
	begin
		if( scanin_start )
		begin
			ptr_in[9:8] <= 2'b00;
			ptr_in[5:4] <= 2'b11;
		end
		else
		begin
			if( ptr_in[9:8]!=2'b11 )  
			begin
				wr_stb <= ~wr_stb;
				if( wr_stb )
				begin
					ptr_in <= ptr_in + 10'd1;
				end
			end
		end
	end
	always @(posedge clk)
	begin
		if( scanout_start )
		begin
			ptr_out[9:8] <= 2'b00;
			ptr_out[5:4] <= 2'b11;
		end
		else
		begin
			if( ptr_out[9:8]!=2'b11 )
			begin
				ptr_out <= ptr_out + 10'd1;
			end
		end
	end
	always @(posedge clk)
	begin
		if( ptr_out[9:8]!=2'b11 )
			pix_out <= data_out[5:0];
		else
			pix_out <= 6'd0;
	end
	mem1536 line_buf( .clk(clk),
	                  .wraddr({ptr_in[9:8], pages, ptr_in[7:0]}),
	                  .wrdata({2'b00,pix_in}),
	                  .wr_stb(wr_stb),
	                  .rdaddr({ptr_out[9:8], (~pages), ptr_out[7:0]}),
	                  .rddata(data_out)
	                );
endmodule
module mem1536(
	input  wire        clk,
	input  wire [10:0] wraddr,
	input  wire [ 7:0] wrdata,
	input  wire        wr_stb,
	input  wire [10:0] rdaddr,
	output reg  [ 7:0] rddata
);
	reg [7:0] mem [0:1535];
	always @(posedge clk)
	begin
		if( wr_stb )
		begin
			mem[wraddr] <= wrdata;
		end
		rddata <= mem[rdaddr];
	end
endmodule
==> design/flow/run.sh <==
#!/bin/bash
# OpenROAD 26Q1-2900-gdf79404cd8, Yosys 0.63+post, stock flow scripts
make -C /OpenROAD-flow-scripts/flow DESIGN_CONFIG=/design/flow/config.mk WORK_HOME=/design/flow/orfs finish
==> design/flow/config.mk <==
export PLATFORM = sky130hd
export DESIGN_NAME = video_vga_double
export DESIGN_NICKNAME = video_vga_double
export VERILOG_FILES = /design/flow/design.v
export SDC_FILE = /design/flow/constraint.sdc
export NUM_CORES = 4
export LEC_CHECK = 1
export CORE_UTILIZATION = 30
export SYNTH_MEMORY_MAX_BITS = 65536
==> design/flow/constraint.sdc <==
current_design video_vga_double

set clk_period 2326.9
set clk_io_pct 0.2

create_clock -name clk0 -period $clk_period [get_ports {clk}]

set non_clock_inputs [all_inputs -no_clocks]
set_input_delay [expr $clk_period * $clk_io_pct] -clock clk0 $non_clock_inputs
set_output_delay [expr $clk_period * $clk_io_pct] -clock clk0 [all_outputs]
==> results_dict.tcl <==
# yosys + openroad results
set metrics [dict create \
    cts_resized 0 \
    critPathArrivalTime_ns 469.88 \
    max-cap-violations 0 \
    crit_path_end_kind "register" \
    edf_count 9230 \
    startpoint "pix_in[3]" \
    cts_tree "yes" \
    portBuffers 15 \
    gp_congestion 0.920 \
    die_x_um 1100 \
    slew_headroom 0.0987 \
    finalSetupViolCount 0 \
    grt_pass1_wl_um 1580000 \
    route.antenna.remaining_nets 0 \
    busiest_layer "met2" \
    ys_seq_frac 0.768 \
    drc 0 \
    hold_viol_final 0 \
    cts-htree-levels 6 \
    period_used_share 0.202 \
    hold_start "line_buf.rddata[4]$_DFF_P_" \
    design.die.area_um2 1210000 \
    clk_pin_slew_ns 0.06 \
    synthFlopType "edfxtp_1" \
    holdCritPathClass "register to register" \
    yosys_warnings 2 \
    synthToLayoutAreaGrowth_pct 13.9 \
    synth_cell_types 78 \
    p_per_area_nw_per_um2 0.868 \
    post_cts_buffers 0 \
    layout-drive-gt1-share 0.217 \
    synth_area_per_cell_um2 20.2 \
    grt_use_met1 0.188 \
    skew_ns 0.206 \
    tightestPinTransition_ns 1.34 \
    vias 185642 \
    finalCriticalPeriod_ns 469.05 \
    worstSetupStartpointType "input pin" \
    path_cells "buf_8 -> buf_4 -> buf_4 -> buf_4 -> buf_4 -> buf_4 -> buf_4" \
    fp-utilization 0.301 \
    tns_ns 0 \
    yosys-stat-area_um2 362000 \
    ys_ff 9250 \
    cts.sinks 9250 \
    via_per_inst 5.26 \
    grt_pass1_vias 201881 \
    post_drt_wl_per_cell_um 32.4 \
    fmax_mhz 2.13 \
    clockBufferDepth 5 \
    path_class "input pin to register" \
    drt_pass1_iterations 7 \
    timing.reg2reg.setup_slack_ns 2318.30 \
    grt_use_met3 0.196 \
    die_h_um 1100 \
    num_rows 402 \
    root_buffer "clkbuf_16" \
    antenna_found_initial 120 \
    critical-path-top-delay-family "buffers and inverters" \
    grt-ovfl-total 0 \
    worstPathRequired_ns 2327.73 \
    finalPower_mw 0.357 \
    met2_usage 0.282 \
    status "complete, no violations" \
    power.leakage_nw 126 \
    warnings 76 \
    wirelength_um 1150000 \
    grt_setup_unrepaired "no" \
    numCtsBuffers 914 \
    ioPinCount 16 \
    slowest_stage "buf_4" \
    core-area_um2 1200000 \
    grt_max_degree 154 \
    peakVddDrop_v 0.000000789 \
    ys_cells 17874 \
    r2r_start "ptr_out[0]$_DFFE_PP_" \
    synthArstFlopShare 0 \
    dr.first_iter.drc_count 13727 \
    slew_violations 0 \
    track_usage 0.201 \
    critPathMaxStageDelay_ns 0.72 \
    place_hpwl_um 732000 \
    crit_buf_inv 7 \
    crit_fanout 89 \
    synthesis.area_um2 362000 \
    insertion_delay_ns 1.25 \
    syn_inst 17874 \
    cts_hold_buf 0 \
    critPathMostFrequentCell "buf_4" \
]
-- kinds of logic after synthesis --
logic type,after synthesis,share of synthesized area
AND-OR/OR-AND,1753,0.0339
XOR/XNOR,13,0.000315
adder cells (fa/ha/maj),5,0.000173
buffers and inverters,1247,0.0186
flip-flops,9250,0.768
multiplexers,3070,0.151
AND/OR/NAND/NOR,2536,0.0287
-- metrics by stage --
step | worst slack, ns | utilization | instance area [µm²] | cells | hold slack, ns
final | 1857.85 | 0.343 | 412000 | 35325 | 0.633
after global routing | 1857.57 | 0.343 | 412000 | 35214 | 0.612
after CTS | 1857.99 | 0.343 | 411000 | 35120 | 0.640
after detailed placement | 1856.79 | 0.319 | 383000 | 33489 | 0.690
after global placement | 1857.10 | 0.319 | 383000 | 33489 | 0.704
after floorplan | 1860.81 | - | 362000 | 17874 | 0.406
-- registers in the layout, indices dropped and copies added (netlist names) --
register,cells
line_buf.mem,9216
ptr_in,10
ptr_out,10
line_buf.rddata,6
pix_out,6
pages,1
wr_stb,1
-- power by group --
| group | switching [mW] | internal [mW] | leakage [nW] | total, mW |
|---|---|---|---|---|
| clock | 0.0620 | 0.0816 | 13.9 | 0.144 |
| sequential | 0.0000865 | 0.183 | 83.1 | 0.183 |
| combinational | 0.0214 | 0.00889 | 28.9 | 0.0303 |
-- tightest hold or removal path, stage by stage (launching register included) --
cell     delay [ns]
dfxtp_1        0.29
and2_1         0.13
buf_4          0.19
-- worst paths after layout --
| kind | endpoint | cells after the start |
|---|---|---|
| setup / recovery | line_buf.mem[704][3]$_DFFE_PP_ | 7 |
| hold / removal | pix_out[4]$_SDFF_PP0_ | 2 |
| setup reg to reg | line_buf.rddata[0]$_DFF_P_ | 16 |
| hold reg to reg | pix_out[4]$_SDFF_PP0_ | 2 |
-- synthesized netlist by cell type (all sizes together), types with 161 or more instances --
cell / number / share of area
clkbuf: 574 / 0.0060
o21ai: 197 / 0.0027
mux2i: 1157 / 0.032
nand2: 372 / 0.0039
buf: 660 / 0.013
a22oi: 161 / 0.0033
a21oi: 325 / 0.0045
mux4: 1894 / 0.12
nor2: 1727 / 0.018
o221ai: 378 / 0.0092
o22ai: 257 / 0.0044
edfxtp: 9230 / 0.77
-- final cells by class --
type                     count  area, µm²
fillers                 109630     788000
flip-flops and latches    9250     278000
multi-input cells         7377      78000
clock buffers             1131      23900
well taps                15958      20000
repair buffers             891       7140
clock inverters            500       4630
diodes                     205        513
inverters                   13       78.8
-- placed cells by master (no fill, tap or decap), types with 41 or more instances in the layout --
cell type     n
edfxtp_1   9230
mux4_2     1894
nor2_1     1693
mux2i_1    1157
clkbuf_16   924
buf_4       845
o221ai_1    378
nand2_1     340
a21oi_1     325
o22ai_1     257
clkinv_1    216
diode_2     205
clkbuf_1    202
o21ai_0     193
a22oi_1     161
clkinv_2    144
nor3_1      115
nand3_1     107
bufinv_16    82
a31oi_1      60
a221oi_1     57
a211oi_1     53
o211ai_1     45
a22o_1       41
-- metal layers --
metal	routed length [µm]	share of wire
met2	505000	0.44
met5	5880	0.0051
met1	323000	0.28
met3	244000	0.21
met4	66500	0.058
Power is estimated from default activity; no workload was simulated.
